$ cat ./run.sh
#!/bin/bash
# OpenROAD 26Q1-2900-gdf79404cd8, Yosys 0.63+post, stock flow scripts
make -C /OpenROAD-flow-scripts/flow DESIGN_CONFIG=/design/flow/config.mk WORK_HOME=/design/flow/orfs finish
$ cat ./design.v
module processor(
    input wire clock,  
    input wire reset,  
    input wire[7:0] currPc,  
    input wire[15:0] memDataIn,  
    output reg[15:0] dataOut,  
    output reg[7:0] memAddr,  
    output reg readMem,  
    output reg writeMem,  
    output reg[7:0] nextPc  
    );
    reg  [15:0] regfile [7:0];  
    wire branch;  
    wire branch_target;  
    reg[15:0] instruction;  
    reg[7:0] pc;  
    reg [3:0] opcode;  
    reg [2:0] destReg;  
    reg [2:0] regA;  
    reg [2:0] regB;  
    reg [4:0] imm5;  
    reg [15:0] signed_imm5;  
    reg [8:0] imm9;  
    reg [15:0] signed_imm9;  
    reg ROI;  
    reg [2:0] resReg;  
    reg [2:0] inReg;  
    reg [15:0] aluResult;  
    reg [2:0] state;
    localparam  FETCH = 3'b0000,  
                WAIT_FOR_ISA = 3'b001,  
                DECODE = 3'b010,  
                EXECUTE = 3'b011,  
                MEM = 3'b100,  
                MEMDELAY = 3'b101,  
                WB = 3'b110;  
    always@(posedge clock)
        if(reset) begin
            pc <= 0;
            state <= FETCH;
            readMem <= 0;
            writeMem <= 0;              
        end else begin
        case (state)
            FETCH: begin
                memAddr <= pc;  
                readMem <= 1;  
                writeMem <= 0;  
                state <= WAIT_FOR_ISA;  
            end
            WAIT_FOR_ISA: begin
                state <= DECODE; 
            end
            DECODE: begin
                instruction = memDataIn;    
                opcode = instruction[15:12];
                destReg = instruction[10:8];  
                regA = instruction[7:5];  
                regB = instruction[4:2];  
                imm5 = instruction[4:0];
                signed_imm5 = {{11{imm5[4]}},imm5};
                imm9 = instruction[8:0];
                signed_imm9 = {{7{imm9[8]}}, imm9};
                ROI = instruction[11];  
                resReg = instruction[11:9];  
                inReg = instruction[8:6];  
                readMem <= 0;
                state <= EXECUTE;
            end
            EXECUTE: 
                begin  
                    case (opcode)
                        4'b0001: 
                            begin
                            if(ROI == 1)aluResult <= regfile[regA] + regfile[regB];
                            else aluResult <= regfile[regA] + signed_imm5;
                            end
                        4'b0010: 
                            begin
                            if(ROI == 1)aluResult <= regfile[regA] - regfile[regB];
                            else aluResult <= regfile[regA] - signed_imm5;
                            end
                        4'b0011: begin
                            if(ROI == 1)aluResult <= regfile[regA] * regfile[regB];
                            else aluResult <= regfile[regA] * signed_imm5;
                            end
                        4'b0100: begin
                            if(ROI == 1)aluResult <= regfile[regA] & regfile[regB];
                            else aluResult <= regfile[regA] & signed_imm5;
                            end
                        4'b0101: aluResult <= ~regfile[regA];
                        4'b0110: begin
                            aluResult <= pc + signed_imm9;
                            dataOut <= regfile[resReg];
                            end
                        4'b0111: begin
                            aluResult <= pc + signed_imm9;
                            end
                        4'b1000: begin
                            aluResult <= pc + inReg;
                            dataOut <= regfile[resReg];
                            end
                        4'b1001: begin
                            aluResult <= pc + inReg;
                            end
                        4'b1100: begin
                            aluResult <= regfile[resReg];  
                            end
                            4'b1101: begin
                                aluResult <= regfile[7];  
                            end
                            4'b1110: begin
                                if(regfile[resReg] == 0)
                                    aluResult <= pc + signed_imm9;  
                                else 
                                    aluResult <= pc + 1;  
                           end
                           4'b1111: begin
                                if(regfile[resReg] != 0)
                                    aluResult <= pc + signed_imm9;
                                else 
                                    aluResult <= pc + 1;
                           end
                           4'b0000: begin
                                aluResult <= pc + 1;
                           end
                        default: aluResult <= 0; 
                        endcase   
                        if(opcode == 4'b1100 || opcode == 4'b1101 ||
                        opcode == 4'b1110 || opcode == 4'b1111 ||
                        opcode == 4'b0000) state <= WB;
                        else 
                            state <= MEM;
                    end  
            MEM: begin
                case(opcode)
                    4'b0111, 4'b1001: begin
                        memAddr <= aluResult[7:0];
                        readMem <= 1;
                    end
                    4'b0110, 4'b1000: begin
                        memAddr <= aluResult[7:0];
                    end
                    default: ;
                    endcase
                state <= MEMDELAY;  
            end
            MEMDELAY: begin
                case(opcode)
                    4'b0111, 4'b1001: begin
                        readMem <= 1;
                    end
                    4'b0110, 4'b1000: begin
                        writeMem <= 1;
                    end
                    default: ;
                    endcase
                    state <= WB;
            end
            WB: begin
                readMem <= 0;
                writeMem <= 0;
                case(opcode) 
                    4'b0001, 4'b0010, 4'b0011, 4'b0100, 4'b0101: begin
                        regfile[destReg] <= aluResult;
                        pc <= pc + 1;
                        nextPc <= pc + 1;
                        end
                    4'b0111, 4'b1001: begin    
                        regfile[resReg] <= memDataIn;  
                        pc <= pc + 1;
                        nextPc <= pc + 1;
                        end
                    4'b1100, 4'b1101, 4'b1110, 4'b1111: pc <= aluResult;  
                    default: begin 
                                pc <= pc + 1;  
                             nextPc <= pc + 1;
                             end
                endcase
                state <= FETCH;
            end 
            default: state <= FETCH;
        endcase
    end
endmodule
module test_memory (
    input wire clk,
    input wire we,                  
    input wire re,                   
    input wire [7:0] addr,          
    input wire [15:0] din,          
    output reg [15:0] dout          
);
    reg [15:0] mem [0:255];         
    always @(posedge clk) begin
        if (we)
            mem[addr] <= din;       
        if (re)
            dout <= mem[addr];          
            else 
            dout <= 16'hZZZZ;   
    end
endmodule 
$ cat ./config.mk
export PLATFORM = sky130hd
export DESIGN_NAME = test_memory
export DESIGN_NICKNAME = test_memory
export VERILOG_FILES = /design/flow/design.v
export SDC_FILE = /design/flow/constraint.sdc
export NUM_CORES = 4
export LEC_CHECK = 1
export CORE_UTILIZATION = 50
$ cat ./constraint.sdc
current_design test_memory

set clk_period 24.2
set clk_io_pct 0.2

create_clock -name clk0 -period $clk_period [get_ports {clk}]

set non_clock_inputs [all_inputs -no_clocks]
set_input_delay [expr $clk_period * $clk_io_pct] -clock clk0 $non_clock_inputs
set_output_delay [expr $clk_period * $clk_io_pct] -clock clk0 [all_outputs]
==> results.py <==
# Flow results
metrics = {
    "sta": {
        "grt_setup_unrepaired": "false",
        "finalMaxSlewViolations": 0,
        "relSlewSlack": 0.1500,
        "finClkSkew_ps": 39.01,
        "finalHoldViolCount": 0,
        "setup_ws_ps": 14510,
        "timing.final.crit_period_ps": 9686,
        "finalSetupViolCount": 0,
        "period_used_share": 0.4002,
        "hold_ws_ps": 948.1,
        "setup_tns_ps": 0,
        "max_freq_mhz": 103.2,
        "worst_pin_slew_ps": 1258,
    },
    "setup_path": {
        "cp_data_arrival_time_ps": 10510,
        "crit_chain": "buf_8, buf_4, buf_4, buf_4, buf_4, buf_4, mux4_2, a22oi_1, a21oi_1, o41ai_2, buf_4, nand4_1",
        "required_ps": 25020,
        "cpMostUsedCell": "buf_4",
        "slowest_stage": "o41ai_2",
        "worst_setup_path_start_kind": "input pin",
        "cpPeakStageDelay_ps": 770,
        "end_kind": "flip-flop",
        "worstSetupPathType": "input pin to flip-flop",
        "worstPathMaxFanout": 51,
    },
    "floorplan": {
        "die_w_um": 559.5,
        "dieArea_um2": 313000,
        "rows": 204,
        "initCoreUtil": 0.5027,
        "die_h_um": 559.5,
        "io_pins": 43,
        "coreArea_um2": 309100,
    },
    "power": {
        "pwr-share-clk": 0.422,
        "p_leak_nw": 54.37,
        "power.total_mw": 14.74,
        "power.density_nw_per_um2": 83.40,
        "seqPwrFrac": 0.534,
        "comb_power_share": 0.044,
        "worst_ir_drop_vdd_mv": 0.07336,
        "p_int_mw": 11.68,
        "sw_frac_of_total": 0.2073,
        "switchingPower_mw": 3.054,
    },
    "detailed_routing": {
        "firstDrtPassIters": 15,
        "vias_per_cell": 6.149,
        "first_iter_violations": 5114,
        "wl_per_cell_um": 33.08,
        "wl_um": 387100,
        "drtAntennaViolNets": 0,
        "drc": 0,
        "num_vias": 71950,
    },
    "synth": {
        "common_cells": "edfxtp_1 (4096), mux4_2 (1024), a22oi_1 (512)",
        "muxShareOfSynthArea": 0.1484,
        "xor_share": 0,
        "ys_cells": 6727,
        "simple_gate_share": 0.009074,
        "postSynthAreaPerCell_um2": 23.10,
        "syn-cell-area_um2": 155400,
        "aoi_share": 0.03659,
        "netlist_logic_family_top": "multiplexers",
        "synth_cell_types": 22,
        "top_area_cell": "edfxtp_1",
        "synth_seq_share": 0.7936,
        "synth.most_common_cell": "edfxtp_1",
        "ys_area_um2": 155400,
        "adder_share": 0,
        "yosys.area.top_type_share": 0.7915,
        "flop_cell": "edfxtp_1",
        "edf_count": 4096,
        "postSynth.asyncResetShare": 0,
        "ys_warn_count": 2,
        "synth-seq-cells": 4112,
        "postSynthCellCount": 6727,
        "synthTopCellsByArea": "edfxtp_1 (79%), mux4_2 (15%), a22oi_1 (2.5%), a21oi_1 (0.82%), clkbuf_1 (0.60%)",
    },
    "placement": {
        "hpwl_um": 221700,
        "numPortBuffers": 41,
        "dp_slack_ps": 13160,
        "gp_congestion": 0.8578,
        "place_inst": 10950,
        "placed_area_um2": 163500,
    },
    "cells_and_area": {
        "fin_cells": 11700,
        "postLayoutCoreUtil": 0.5716,
        "syn2layout_area_growth_pct": 13.69,
        "fillers": 21720,
        "drive_above_1_share": 0.2902,
        "finalInstanceArea_um2": 176700,
    },
    "global_routing": {
        "grt_pass1_vias": 80040,
        "grt.total_usage": 0.2863,
        "grt_max_degree": 129,
        "antenna_found_initial": 18,
        "grt_overflow": 0,
        "grt_pass1_wl_um": 557900,
    },
    "clocking": {
        "cts_buffer_depth": 4,
        "clock_latency_ps": 960,
        "cts_inserted_buffers": 413,
        "tritoncts": "built",
        "clock_sinks": 4112,
        "cts-hold-fix-buffers": 0,
        "clk_pin_slew_ps": 60,
        "h-tree-depth": 5,
        "cts-root-buf": "clkbuf_16",
        "cts_resized": 0,
        "cts_setup_buffers": 0,
    },
    "worst_hold_path": {
        "hold_path_class": "flip-flop to flip-flop",
    },
    "run": {
        "tool_warnings": 39,
        "drv_cap": 0,
    },
    "run_status": {
        "status": "finished clean",
    },
}
cells in the final DEF (no fill, tap or decap), types with 33 or more instances in the layout:
| cell type | count |
|---|---|
| a22oi_1 | 512 |
| clkinv_2 | 58 |
| clkbuf_1 | 93 |
| a21oi_1 | 256 |
| buf_4 | 465 |
| bufinv_16 | 42 |
| clkbuf_16 | 414 |
| clkinv_1 | 96 |
| nor2_1 | 198 |
| edfxtp_1 | 4096 |
| mux4_2 | 1024 |
| nor2_2 | 33 |
cell type report:
cell class,instances,area (µm²),share of cell area
repair buffers,520,4284,0.02425
well taps,4120,5155,0.02918
diodes,11,27.53,0.0001558
clock inverters,231,2356,0.01334
clock buffers,513,10790,0.06108
flip-flops and latches,4112,123300,0.6980
inverters,1,3.754,0.00002125
multi-input cells,2194,30740,0.1740
worst max-delay path, delay by kind of cell:
kind	cells	cell delay, ps
muxes	1	430
AOI/OAI and AO/OA	3	1200
buffers and inverters	7	3740
and+or+nand+nor	1	80
flip-flops by register name, indices dropped and copies added (netlist names):
| register | cells |
|---|---|
| dout | 16 |
| mem | 4096 |
cells by family (layout without fill, tap and decap cells):
kind of cell	Yosys count	count (layout)
other	0	11
AND/OR/NAND/NOR	338	338
AND-OR/OR-AND	832	832
buffers and inverters	421	1265
flip-flops	4112	4112
multiplexers	1024	1024
power by group through the flow:
stage	Sequential [mW]	Clock, mW	Combinational, mW
global route	7.86	6.59	0.699
finish	7.86	6.22	0.649
CTS	7.86	6.32	0.660
per-layer routing:
layer  GRT usage  share of wire  vias up
li1            -              -    30100
met2      0.4108           0.49     4358
met4     0.08120          0.036       26
met3      0.2131           0.17      653
met1      0.3665           0.30    36820
met5     0.01494         0.0016        -
path summary, 6_finish.rpt:
| path | end | startpoint | cells past startpoint | slack [ps] |
|---|---|---|---|---|
| min reg2reg | dout[7] | mem[224][7] | 5 | 950 |
| max reg2reg | dout[13] | mem[250][13] | 5 | 21240 |
| max | dout[5] | addr[1] | 12 | 14510 |
| min | dout[7] | mem[224][7] | 5 | 950 |
Power and IR drop assume default switching activity.

`/design/flow/run.sh`:
```
#!/bin/bash
# OpenROAD 26Q1-2900-gdf79404cd8, Yosys 0.63+post, stock flow scripts
make -C /OpenROAD-flow-scripts/flow DESIGN_CONFIG=/design/flow/config.mk WORK_HOME=/design/flow/orfs finish
```
`/design/flow/config.mk`:
```
export PLATFORM = sky130hd
export DESIGN_NAME = instruction_rom
export DESIGN_NICKNAME = instruction_rom
export VERILOG_FILES = /design/flow/design.v
export SDC_FILE = /design/flow/constraint.sdc
export NUM_CORES = 4
export LEC_CHECK = 1
export CORE_UTILIZATION = 30
```
`/design/flow/constraint.sdc`:
```
current_design instruction_rom

set clk_period 32.2
set clk_io_pct 0.2

create_clock -name clk0 -period $clk_period [get_ports {clk}]

set non_clock_inputs [all_inputs -no_clocks]
set_input_delay [expr $clk_period * $clk_io_pct] -clock clk0 $non_clock_inputs
set_output_delay [expr $clk_period * $clk_io_pct] -clock clk0 [all_outputs]
```
`/design/flow/design.v`:
```
module data_ram (
    input wire clk,
    input wire we,
    input wire re,
    input wire [7:0] addr,
    input wire [15:0] din,
    output reg [15:0] dout
);
    reg [15:0] mem [0:255];
    always @(posedge clk) begin
        if (we)
            mem[addr] <= din;
        if (re)
            dout <= mem[addr];
        else
            dout <= 16'hZZZZ;
    end
endmodule
module instruction_rom (
    input wire clk,
    input wire we,                 
    input wire re,                 
    input wire [7:0] addr,
    input wire [15:0] din,         
    output reg [15:0] dout
);
    reg [15:0] mem [0:255];
    always @(posedge clk) begin
        if (we)
            mem[addr] <= din;
        if (re)
            dout <= mem[addr];
        else
            dout <= 16'hZZZZ;
    end
endmodule
```
==> ci_impl_report.md <==
## Implementation flow summary

| Metric | Value |
|---|---|
| Status | `finished clean` |
| GRT Total Usage | `15.92%` |
| Synth Cell Area | `155400 sq um` |
| Lkg Pwr | `54.21 nW` |
| FMAX | `88.63 MHz` |
| Synth top cell by count | `edfxtp_1` |
| Wire length on met1 | `114600 microns` |
| Number of port buffers | `41` |
| Hold Crit Start | `mem[80][14]$_DFFE_PP_` |
| Vias in the first global route | `81460` |
| Worst clock skew | `0.06053 ns` |
| Clk sinks | `4112` |
| Routed length on met2 | `184300 microns` |
| Post-synthesis cell count from yosys | `6727` |
| Cell type with the largest total area | `edfxtp_1` |
| Postcts setup bufs | `0` |
| Crit path max fanout | `90` |
| Mean Syn Cell Area | `23.10 sq um` |
| DRC viols | `0` |
| Hold Slack | `0.9328 ns` |
| Iteration-0 DRC Markers | `4809` |
| Core area | `514300 sq um` |
| Critical path's largest stage delay | `0.68 ns` |
| Critical path endpoint category | `register` |
| Netlist cell types | `22` |
| Post-synth top flop | `edfxtp_1` |
| Chip Area, Yosys | `155400 sq um` |
| Final setup violation count | `0` |
| TritonCTS Buffers | `402` |
| Reg-to-Reg Start | `mem[47][3]$_DFFE_PP_` |
| Total number of vias | `72520` |
| Gr ovfl total | `0` |
| Clock Latency Late Sink | `0.98 ns` |
| Post-route setup slack | `20.92 ns` |
| OpenROAD warnings | `27` |
| Slew @ Worst Pin | `1.050 ns` |
| Fillers | `46100` |
| Mapped Cells | `6727` |
| Wire per inst | `26.84 microns` |
| Slowest CP cell | `buf_4` |
| TNS Setup | `0 ns` |
| Worst Path Class, Setup | `in -> reg` |
| Synth async-reset ratio | `0%` |
| Max-cap viol count | `0` |
| Highest metal used | `met5` |
| Final wirelength | `388300 microns` |
| Layout cells sized above 1 | `29.31%` |
| Antenna Nets Post-Route | `0` |
| Final Hold Viols | `0` |
| Post-cts sizing count | `0` |
| Class of the worst hold path | `reg -> reg` |
| Synth Seq Share | `79.36%` |
| Count of library flops with an enable pin | `4096` |
| Comb gate area | `30740 sq um` |
| Largest net degree at the start of global routing | `99` |
| Required time of the critical path | `32.97 ns` |
| Final core utilization | `34.96%` |
| Root Driver | `clkbuf_16` |
| Chip height | `721.7 microns` |
| Worst EP arrival | `12.06 ns` |
| RSZ-0062 raised after global routing | `false` |
| CTS tree | `done` |
| Area of placed instances | `166900 sq um` |
| WL met3 | `77880 microns` |
| Critical path, cell by cell | `buf_8 -> buf_4 -> buf_4 -> buf_4 -> buf_12 -> buf_4 -> mux4_2 -> a22oi_1 -> a21oi_1 -> o41ai_2 -> buf_4 -> nand4_1` |
| Synth cell count leaders | `edfxtp_1, mux4_2, a22oi_1` |
| Max-slew violation count | `0` |
| Fp util | `30.21%` |
| Final Cell Area | `179800 sq um` |
| Max_slew headroom | `29.72%` |
| Pre-CTS setup slack | `19.92 ns` |
| Final Cycle Share | `35.04%` |
| FP Rows | `263` |
| Flip-flop and latch area | `123300 sq um` |
| Worst-case clock buffer depth | `4` |
| Die area | `520900 sq um` |
| Total Power | `10.96 mW` |
| Clock-pin slew on the worst setup and hold paths | `0.06 ns` |
| Placed Cells | `13730` |
| First-pass GRT wire length | `556600 microns` |
| Critical Path Start | `addr[1]` |
| Boundary Pins | `43` |
| Main area contributors | `edfxtp_1, mux4_2, a22oi_1` |
| PwrDens | `60.96 nW/um^2` |
| DR pass1 iterations | `7` |
| Die X | `721.7 microns` |
| #FFs+latches synth | `4112` |
| Worst setup SP type | `input port` |
| CTS Hold Bufs | `0` |
| Peak VDD IR | `49.24 uV` |
| DP HPWL | `226700 microns` |
| H-tree depth | `5` |
| Area Overhead vs Synth | `15.71%` |
| Antenna violations before repair | `11` |
| Top cell area share | `79.15%` |
| GP Congestion | `0.8538` |
| Via density | `5.012` |
| Final std cells w/o fill | `14470` |
| Ys Warns | `3` |
| Worst path most repeated cell | `buf_4` |
| Final min period | `11.28 ns` |
==> path summary, 6_finish.rpt <==
kind	endpoint	slack (ns)	cells past startpoint
worst min register to register	dout[14]$_DFF_P_	0.93	5
worst max register to register	dout[3]$_DFF_P_	29.38	5
worst max-delay path	dout[7]$_DFF_P_	20.92	12
worst min-delay path	dout[14]$_DFF_P_	0.93	5
==> worst max-delay path: cells and delay by family <==
family / cells / cell delay [ns]
buf+inv: 7 / 3.54
compound gates: 3 / 1.26
mux: 1 / 0.40
simple gates: 1 / 0.09
==> final cells by class <==
cell class | count | area share (%)
Inverter | 1 | 0.002087
Antenna cell | 7 | 0.009742
Clock inverter | 251 | 1.279
Clock buffer | 482 | 5.873
Multi-Input combinational cell | 2194 | 17.10
Tap cell | 6890 | 4.794
Sequential cell | 4112 | 68.58
Timing Repair Buffer | 531 | 2.366
==> layout by cell type (no fill, tap or decap), drive strengths merged, types with 12 or more instances in the layout <==
cell / instances
edfxtp: 4096
o41ai: 64
nand2: 28
a21oi: 256
buf: 508
mux4: 1024
nand4: 16
bufinv: 33
clkdlybuf4s50: 23
clkinv: 199
inv: 12
nand3: 13
a22oi: 512
clkbuf: 482
nor3: 30
nor2: 232
dfxtp: 16
==> kinds of logic (layout without fill, tap and decap cells) <==
logic type / Yosys count / count (layout) / share of synthesized area [%]
multiplexers: 1024 / 1024 / 14.84
AND/OR/NAND/NOR: 338 / 338 / 0.9074
AND-OR/OR-AND: 832 / 832 / 3.659
flip-flops: 4112 / 4112 / 79.36
other: 0 / 7 / 0
buffers and inverters: 421 / 1265 / 1.238
==> power breakdown <==
part / switching (mW) / total [mW] / internal (mW)
Clock: 1.96 / 4.57 / 2.60
Combinational: 0.316 / 0.484 / 0.168
Sequential: 0.0121 / 5.91 / 5.90
Total: 2.29 / 11.0 / 8.67
==> metal layers <==
layer	track usage (%)	vias to the layer above
li1	-	30090
met4	3.657	16
met3	14.94	611
met2	24.31	4981
met5	0.3791	-
met1	15.44	36820
==> registers in the layout, summed over array words and instances, names as in the netlist <==
register and flops:
dout 16, mem 4096
No activity file was given, so power comes from the tool's default toggle rates.
